$ cat constraint.sdc
current_design uart

set clk_period 2.9
set clk_io_pct 0.2

create_clock -name clk0 -period $clk_period [get_ports {clk}]

set non_clock_inputs [all_inputs -no_clocks]
set_input_delay [expr $clk_period * $clk_io_pct] -clock clk0 $non_clock_inputs
set_output_delay [expr $clk_period * $clk_io_pct] -clock clk0 [all_outputs]
$ cat design.v
module baud_rate(input wire clk, input wire rst, output reg baud_tick);
  parameter CLOCK = 50000000; 
  parameter BAUD = 9600;
  parameter DIVISOR = CLOCK / BAUD;
  reg [15:0] counter = 0;
  always @(posedge clk or posedge rst) begin
    if (rst) begin
      counter <= 0;
      baud_tick <= 0;
    end else begin
      if (counter == DIVISOR / 2 -1) begin
        baud_tick <= ~baud_tick;
        counter <= 0;
      end else begin
        counter <= counter + 1;
      end
    end
  end
endmodule 
module uart( input wire clk, input wire rst, input wire rx,input wire start, input wire [7:0] data_in, output wire tx, output wire [7:0] data_out, output wire busy, output wire data_valid);
  wire baud_tick;
  baud_rate #(
    .CLOCK(50000000), 
    .BAUD(9600)      
  ) baud_gen (
    .clk(clk),
    .rst(rst),
    .baud_tick(baud_tick)
  );
  uart_rx uart_receiver (
    .baud_tick(baud_tick),
    .rst(rst),
    .rx(rx),
    .data_out(data_out)
  );
  uart_tx uart_transmitter (
    .baud_tick(baud_tick),
    .rst(rst),
    .start(start),
    .data_in(data_in),
    .tx(tx),
    .busy(busy)
  );
endmodule
module uart_rx(input wire baud_tick, input wire rst, input wire rx, output reg[7:0] data_out);
  typedef enum reg[2:0]{
      IDLE = 3'b000,
      START = 3'b001,
      DATA = 3'b010,
      STOP = 3'b011,
      COMPLETE = 3'b100
  }states;
  reg [2:0] current_state = IDLE;
  reg [2:0] index = 0;
  reg [7:0] data_buffer = 0;
  always @(posedge baud_tick or posedge rst)begin
    if (rst)begin
      current_state <= IDLE;
      index <= 0;
      data_buffer <= 0;
      data_out <= 0;
    end else begin
      case (current_state)
        IDLE: begin
          if (rx == 0)
            current_state <= START;
        end
        START: begin
          if (rx == 0) begin
            index <= 0;
            current_state <= DATA;
          end else begin
            current_state <= IDLE;
          end
        end
        DATA: begin
          data_buffer[index] <= rx;
          index <= index + 1;
          if (index == 7) begin
            current_state <= STOP;
          end
        end
        STOP: begin
          if(rx == 1)begin
            current_state <= COMPLETE;
          end else begin
            current_state <= IDLE;
          end
        end
        COMPLETE: begin
          data_out <= data_buffer;
          current_state <= IDLE;
        end
        default: current_state <= IDLE;
      endcase
    end
  end
endmodule
module uart_tx(input wire baud_tick, input wire rst, input wire start, input wire [7:0] data_in, output reg tx, output reg busy);
  typedef enum reg[1:0]{
    IDLE = 2'b00,
    START = 2'b01,
    DATA = 2'b10,
    STOP = 2'b11
   } states;
   reg [1:0] current_state = IDLE;
   reg [7:0] index = 0;
   always @(posedge baud_tick or posedge rst) begin
     if (rst) begin
       current_state <= IDLE;
       index <= 0;
       tx <= 1;
       busy <= 0;
     end else begin
       case (current_state)
         IDLE: begin
           tx <= 1;
           busy <= 0;
           if (start)begin
            index <= 0;
            busy <= 1;
            current_state <= START;
           end
         end
         START: begin
           tx <= 0;
           current_state <= DATA;
         end
         DATA: begin
           tx <= data_in[index];
           index <= index + 1;
           if (index == 7)begin
             current_state <= STOP;
           end
         end
         STOP: begin
           tx <= 1;
           current_state <= IDLE;
         end
         default: current_state <= IDLE;
       endcase
     end
   end
endmodule
$ cat run.sh
#!/bin/bash
# OpenROAD 26Q1-2900-gdf79404cd8, Yosys 0.63+post, stock flow scripts
make -C /OpenROAD-flow-scripts/flow DESIGN_CONFIG=/design/flow/config.mk WORK_HOME=/design/flow/orfs finish
$ cat config.mk
export PLATFORM = sky130hd
export DESIGN_NAME = uart
export DESIGN_NICKNAME = uart
export VERILOG_FILES = /design/flow/design.v
export SDC_FILE = /design/flow/constraint.sdc
export NUM_CORES = 4
export LEC_CHECK = 1
export CORE_UTILIZATION = 40
==> summary.rpt <==
IMPLEMENTATION SUMMARY REPORT
----------------------------------------------------
[Clock network]
  Number of buffers inserted during clock tree synthesis ........................ 3
  Number of setup buffers added after CTS ........................ 0
  Post_cts resized ........................ 0
  Number of buffers added to fix hold violations after cts ........................ 0
  Clock slew at reported path FFs ........................ 0.06 ns
  Insertion delay of the later-clocked pin in the worst-skew pair ........................ between 0.2 and 0.25 ns
  CTS max path bufs ........................ 2
  H-Tree Depth ........................ 1
  Buffer cell driving the clock tree root ........................ sky130_fd_sc_hd__clkbuf_8
  TritonCTS clock tree ........................ yes

[Routing]
  DRC violation count after routing ........................ 0
  Number of diodes ........................ 0
  Average wire per cell in the routed design ........................ between 10 and 15 um
  1st-pass router iterations ........................ 4
  Post-detailed-route via-to-cell ratio ........................ between 4 and 5
  DRT Wirelength ........................ about 3.7 mm
  Total number of vias ........................ between 1,500 and 2,000
  Count of nets left with antenna violations after detail routing ........................ 0
  Violation count after the first detailed-route iteration ........................ between 50 and 60

[Setup path]
  Biggest fanout along the worst timing path ........................ 8
  Reg2reg setup slack ........................ 0.94 ns
  Worst setup EP type ........................ register
  Worst Setup Start Kind ........................ register
  Type of the setup path with the least slack ........................ register to register
  Arrival @ worst endpoint ........................ between 2 and 2.5 ns
  Required time of the critical path ........................ between 3 and 4 ns

[Timing]
  Number of slew-limit violations in the final report ........................ 0
  Max Clock Freq ........................ between 500 and 600 MHz
  Post-Route Skew ........................ slightly below 0.0009 ns
  Final clock period utilization by the worst path ........................ 0.675
  Setup TNS ........................ 0 ns
  Worst slew margin relative to its limit ........................ 0.523
  Hold slack ........................ ~0.47 ns
  Number of register pins that no clock reaches ........................ 34
  Count of endpoints without a timing constraint ........................ around 44
  Final count of hold timing violations ........................ 0
  Setup violators final ........................ 0
  Unrepaired setup endpoints after global routing ........................ no
  Tmin final ........................ 1.96 ns
  Fin worst setup slack ........................ ~0.94 ns
  Slew at the pin closest to its max-slew limit ........................ 0.713 ns

[Run status]
  Outcome ........................ finished, final reports clean

[Yosys]
  Cell area after synthesis ........................ approximately 2500 um^2
  Post-synthesis cell count from yosys ........................ around 220
  Post-Syn Area per Cell ........................ ~11 um^2
  Synthesis area per yosys ........................ 2460 um^2
  Post-Syn Instances ........................ 217
  Most common flop cell mapped by yosys ........................ sky130_fd_sc_hd__dfrtp_1
  Synth warnings ........................ 4
  Async SR Flop Fraction ........................ 1.00
  Number of distinct library cells after synthesis ........................ a little over 40
  Max-area cell share ........................ 0.509
  Number of enable flip-flop cells ........................ 0
  Synth area leader ........................ sky130_fd_sc_hd__dfrtp_1
  Biggest area cells ........................ sky130_fd_sc_hd__dfrtp_1 51%, sky130_fd_sc_hd__mux2_2 6.4%, sky130_fd_sc_hd__ha_1 5.6%
  Ys flops ........................ about 50
  Synth Seq Share ........................ 0.519

[Floorplan]
  Die Ht ........................ 80.4 um
  Initial cell density of the core ........................ 0.415
  Die area ........................ roughly 6500 um^2
  Standard-cell row count ........................ 28
  Number of top-level pins ........................ 23
  Floorplan Core Area ........................ 5920 um^2
  Horizontal extent of the die ........................ roughly 80 um

[Global route]
  Largest net degree at the start of global routing ........................ 35
  Global router's overall resource usage ........................ 0.132
  Remaining global-route overflow ........................ 0
  Global-route wire length before repair ........................ about 6.7 mm
  Number of global-route vias before repair ........................ about 1,500
  Antenna violations before repair ........................ 0

[Power and ir drop]
  Maximum resistive drop on vdd ........................ around 240 uV
  Leakage Power ........................ 1.21 nW
  Power Density ........................ about 160 nW/um^2

[Cells and area]
  Post-synthesis to final-layout area growth ........................ 14.5%
  Final Instance Area ........................ around 2800 um^2
  Most numerous logic cell after layout ........................ sky130_fd_sc_hd__dfrtp_1
  Utilization of the core after routing ........................ 0.476
  Share of layout cells above drive strength 1 ........................ 0.116
  Total of fill cells in the finished design ........................ approximately 540
  Most used cells in the layout excluding fill and tap cells ........................ 50 x sky130_fd_sc_hd__dfrtp_1, 21 x sky130_fd_sc_hd__clkdlybuf4s50_1, 18 x sky130_fd_sc_hd__nor2_1

[Placement]
  Number of port buffers ........................ 21
  Post-Place Worst Slack ........................ between 0.9 and 1 ns
  Half-perimeter wire length after placement ........................ between 2 and 3 mm
  Area after DPL ........................ 2770 um^2
  Weighted congestion at the end of routability-driven global placement ........................ roughly 0.8

[Flow run]
  Number of max-cap violations ........................ 0
  Number of warnings in the stage logs ........................ 31

[Min path]
  Hold Crit Class ........................ register to register

----------------------------------------------------
Yosys cell counts (2+ instances only):
master	instances
sky130_fd_sc_hd__nand4_1	5
sky130_fd_sc_hd__clkbuf_1	2
sky130_fd_sc_hd__o21ai_0	12
sky130_fd_sc_hd__xnor2_1	14
sky130_fd_sc_hd__nand2b_1	4
sky130_fd_sc_hd__nor3b_1	2
sky130_fd_sc_hd__nand2_1	12
sky130_fd_sc_hd__nand3_1	10
sky130_fd_sc_hd__dfrtp_1	50
sky130_fd_sc_hd__mux2i_1	4
sky130_fd_sc_hd__o21a_1	3
sky130_fd_sc_hd__nor4b_1	2
sky130_fd_sc_hd__inv_1	11
sky130_fd_sc_hd__a21oi_1	6
sky130_fd_sc_hd__ha_1	11
sky130_fd_sc_hd__nor2_1	18
sky130_fd_sc_hd__xor2_1	3
sky130_fd_sc_hd__nor3_1	5
sky130_fd_sc_hd__or4_1	2
sky130_fd_sc_hd__nand3b_1	2
sky130_fd_sc_hd__mux2_2	14
sky130_fd_sc_hd__o22a_1	3
sky130_fd_sc_hd__or3_1	4
through the flow:
step	power, mW	instances
2_1_floorplan	0.258	217
3_3_place_gp	0.281	313
3_5_place_dp	0.281	313
4_1_cts	0.455	317
5_1_grt	0.469	317
6_report	0.446	317
path summary, 6_finish.rpt:
| kind | startpoint | endpoint | cells after the start |
|---|---|---|---|
| max in group asynchronous | rst | baud_gen.counter[5] | 2 |
| min reg2reg | baud_gen.counter[15] | baud_gen.counter[15] | 1 |
| min | baud_gen.counter[15] | baud_gen.counter[15] | 1 |
| max | baud_gen.counter[2] | baud_gen.counter[11] | 4 |
| min in group asynchronous | rst | baud_gen.counter[7] | 2 |
| max reg2reg | baud_gen.counter[2] | baud_gen.counter[11] | 4 |
kinds of logic after synthesis:
family	after synthesis	share of synthesized area
buf+inv	14	0.0229
fa+ha+maj	11	0.0560
compound gates	31	0.0824
simple gates	73	0.168
xor+xnor	17	0.0605
mux	19	0.0895
flops	51	0.519
other cells	1	0.00152
flip-flops by register name (all words and copies together), names as in the netlist:
register / flops
baud_gen.baud_tick: 1
uart_receiver.index: 3
uart_transmitter.busy: 1
uart_transmitter.tx: 1
uart_receiver.data_out: 8
uart_transmitter.index: 8
uart_receiver.current_state: 3
baud_gen.counter: 16
uart_transmitter.current_state: 2
uart_receiver.data_buffer: 8
critical path, stage by stage, from the launching register on:
cell and delay (ns):
sky130_fd_sc_hd__dfrtp_1 0.43, sky130_fd_sc_hd__or4b_4 0.56, sky130_fd_sc_hd__nor4_4 0.51, sky130_fd_sc_hd__nor2_1 0.07
sky130_fd_sc_hd__mux2_2 0.27
area by class of cell:
cell class,instances,area [um^2],area share
inverters,11,41.3,0.0147
flip-flops and latches,51,1280,0.454
clock buffers,4,45.0,0.0160
multi-input cells,152,1130,0.400
well taps,75,93.8,0.0333
repair buffers,24,233,0.0826
layer usage:
metal / vias up / global-route usage / wire (um) / part of all wire
li1: 825 / - / - / -
met1: 725 / 0.237 / 2080 / 0.56
met2: 14 / 0.192 / 1580 / 0.42
met3: 2 / 0.00692 / 62 / 0.017
met4: 0 / 0.0107 / 19 / 0.0051
met5: - / 0 / 0 / 0
power by group:
group | switching [mW] | total, mW | internal (mW) | leakage [nW]
Combinational | 0.0194 | 0.0375 | 0.0182 | 0.528
Sequential | 0 | 0.237 | 0.237 | 0.657
Clock | 0.0742 | 0.171 | 0.0972 | 0.0228
Total | 0.0936 | 0.446 | 0.352 | 1.21
Power is estimated from default activity; no workload was simulated.
