==> ./config.mk <==
export PLATFORM = sky130hd
export DESIGN_NAME = blink
export DESIGN_NICKNAME = blink
export VERILOG_FILES = /design/flow/design.v
export SDC_FILE = /design/flow/constraint.sdc
export NUM_CORES = 4
export LEC_CHECK = 1
export CORE_AREA = 10 10 81 81
export DIE_AREA = 0 0 91 91
==> ./constraint.sdc <==
current_design blink

set clk_period 3.5
set clk_io_pct 0.2

create_clock -name clk0 -period $clk_period [get_ports {clk}]

set non_clock_inputs [all_inputs -no_clocks]
set_input_delay [expr $clk_period * $clk_io_pct] -clock clk0 $non_clock_inputs
set_output_delay [expr $clk_period * $clk_io_pct] -clock clk0 [all_outputs]
==> ./design.v <==
module blink(input wire clk, output reg led);
  reg [18:0] cnt = 0;
  always @(posedge clk) begin
    cnt <= cnt + 1;
    led <= cnt[18];
  end
endmodule
==> ./run.sh <==
#!/bin/bash
# OpenROAD 26Q1-2900-gdf79404cd8, Yosys 0.63+post, stock flow scripts
make -C /OpenROAD-flow-scripts/flow DESIGN_CONFIG=/design/flow/config.mk WORK_HOME=/design/flow/orfs finish
==> flow_metrics.tcl <==
# metrics dict for downstream scripts
set metrics [dict create \
    crit_family "buffers and inverters" \
    drt_iter0_drc 18 \
    cts-buffers-inserted 3 \
    grt_setup_unrepaired "false" \
    enable_flop_cells 0 \
    core_area_sq_um 4820 \
    hpwlAfterDp_microns 842 \
    synthDominantCellAreaShare 0.517 \
    die_height_microns 91 \
    number_of_buffers_added_to_fix_hold_violations_after_cts 0 \
    synthesis.instances 70 \
    largest_driver_fanout_on_the_critical_path 1 \
    synth.yosys.chip_area_sq_um 774 \
    cts.sinks 20 \
    p_leak_nw 0.329 \
    core.rowCount 25 \
    timing.hold.worst.class "reg -> reg" \
    largest_area_cell "sky130_fd_sc_hd__dfxtp_1" \
    ir_worst_vdd_mv 0.128 \
    timing.rr.start "cnt[0]" \
    detail_route.drc_violations 0 \
    clock_input_transition_at_the_sequential_cells_of_the_worst_setup_and_hold_paths_ns 0.06 \
    viasPerCell 3.23 \
    synthSimpleGateAreaFrac 0.260 \
    design_area_sq_um 910 \
    power.density_nw_per_um2 403 \
    pin_count_of_the_biggest_net_entering_global_routing 11 \
    timing_worst_slew_pin_value_ns 0.210 \
    path_class "reg -> out" \
    ys_seq_frac 0.517 \
    final.setup_skew_ns 0.00206 \
    yosys-top-cells-count "sky130_fd_sc_hd__dfxtp_1 (20), sky130_fd_sc_hd__xor2_1 (9), sky130_fd_sc_hd__xnor2_1 (8), sky130_fd_sc_hd__nand2_1 (5), sky130_fd_sc_hd__nor2_1 (5)" \
    yosysMostFrequentCell "sky130_fd_sc_hd__dfxtp_1" \
    post_synth_main_logic_family "simple AND/OR/NAND/NOR gates" \
    crit_path_max_incr_delay_ns 0.45 \
    synthMuxAreaShare 0 \
    finalWorstPathRequiredPeriod_ns 1.71 \
    fp.dieArea_sq_um 8280 \
    yosys.area_share.xor_xnor 0.192 \
    cts_tree "built" \
    n_diodes 0 \
    die-width_microns 91 \
    detail_route.wirelength_mm 1.09 \
    crit_required_ns 2.80 \
    outcome "complete, no violations" \
    syn2layout_area_growth_pct 17.4 \
    floorplan.core_util 0.161 \
    post_dp_cell_area_sq_um 868 \
    synth-warning-count 1 \
    crit_path_end_kind "output port" \
    setup_tns_ns 0 \
    drt_pass_1_iters 3 \
    maxCapViolations 0 \
    worstPathBufferInverterCount 1 \
    final-hold-violation-count 0 \
    worstPathArrival_ns 1.01 \
    detail_route.wl_per_cell_microns 7.72 \
    ys_async_sr_fraction 0 \
    globalRouteTotalUtil 0.0289 \
    finalCoreUtilization 0.189 \
    setup_violations 0 \
    openroad_warning_count 25 \
    final-max-slew-violation-count 0 \
    grt_overflow_total 0 \
    h-tree-depth 1 \
    dr_total_vias 455 \
    route.antenna.remaining_nets 0 \
    root_cell_of_the_clock_tree "sky130_fd_sc_hd__clkbuf_8" \
    synthDistinctLibCells 19 \
    port_buffers 1 \
    place_congestion 0.747 \
    postSynthRegisterBits 20 \
    min_from "cnt[18]" \
    clock_latency_ns 0.25 \
    share_of_layout_cells_above_drive_strength_1 0.149 \
    main_flop_type "sky130_fd_sc_hd__dfxtp_1" \
    syn_area_sq_um 774 \
    finalCritPeriodShare 0.488 \
    global_route_wire_length_before_repair_mm 2.08 \
    crit_path_start_kind "register" \
    clock_path_buffers 2 \
    crit_chain "clkdlybuf4s50_1" \
    worst_setup_path_startpoint "led" \
    antenna_violations_before_repair 0 \
    first_global_vias 501 \
    cp_slowest_cell "sky130_fd_sc_hd__clkdlybuf4s50_1" \
    post-cts-setup-buffer-count 0 \
    synth.area.top_cells "sky130_fd_sc_hd__dfxtp_1 (52%), sky130_fd_sc_hd__xor2_1 (10%), sky130_fd_sc_hd__xnor2_1 (9.0%)" \
    syn_area_per_cell_sq_um 11.1 \
    floorplan.io_pins 2 \
    max_freq_ghz 0.585 \
    worst_slew_margin_rel 0.859 \
    yosys.area_share.adder 0.0162 \
    post_cts_resized 0 \
    yosys.area_share.aoi 0 \
    count_of_instantiated_cells_in_the_yosys_netlist 70 \
]
## metal layers
metal,vias to the layer above,wire length (microns),track usage,share of wire
met5,-,0,0,0
met1,205,584,0.0366,0.54
met2,4,437,0.0453,0.40
met4,0,6,0.00522,0.0055
li1,244,-,-,-
met3,2,60,0.0124,0.055
## per-stage QoR
step | hold slack, ns | cells | worst slack, ns | total power, mW
2_1_floorplan | 0.349 | 70 | 2.11 | 0.233
3_3_place_gp | 0.357 | 138 | 2.05 | 0.233
3_5_place_dp | 0.364 | 138 | 2.00 | 0.233
4_1_cts | 0.373 | 141 | 1.77 | 0.370
5_1_grt | 0.383 | 141 | 1.74 | 0.379
6_report | 0.371 | 141 | 1.79 | 0.366
## worst paths after layout
check        cells past startpoint  slack, ns  endpoint
max                              1       1.79       led
min                              0       0.37       led
min reg2reg                      0       0.37       led
max reg2reg                      5       1.99   cnt[18]
## registers in the layout (all words and copies together) (netlist names)
register  cells
cnt          19
led           1
## cell families (layout without fill, tap and decap cells)
family	count (synthesis)	after routing
adders and majority gates	1	1
buffers and inverters	3	7
DFF	20	20
and+or+nand+nor	29	29
xor gates and xnor gates	17	17
## where the power goes
part / leakage [nW] / total (mW) / switching, mW / internal (mW)
Clock: 0.0216 / 0.139 / 0.0626 / 0.0763
Sequential: 0.161 / 0.228 / 0 / 0.228
Combinational: 0.146 / 0.000000146 / 0 / 0
Total: 0.329 / 0.366 / 0.0626 / 0.304
## cells in the final DEF (no fill, tap or decap)
cell type                         count
sky130_fd_sc_hd__ha_1                 1
sky130_fd_sc_hd__nand2b_1             1
sky130_fd_sc_hd__nand4_1              3
sky130_fd_sc_hd__nor2_1               5
sky130_fd_sc_hd__dfxtp_1             20
sky130_fd_sc_hd__inv_1                3
sky130_fd_sc_hd__and3_1               1
sky130_fd_sc_hd__nand3_2              1
sky130_fd_sc_hd__clkbuf_8             3
sky130_fd_sc_hd__clkdlybuf4s50_1      1
sky130_fd_sc_hd__xor2_1               9
sky130_fd_sc_hd__and4_1               1
sky130_fd_sc_hd__nand2_1              5
sky130_fd_sc_hd__nor3_2               2
sky130_fd_sc_hd__nor4_4               1
sky130_fd_sc_hd__xnor2_1              8
sky130_fd_sc_hd__and4_4               2
sky130_fd_sc_hd__and3_2               1
sky130_fd_sc_hd__nor3_1               1
sky130_fd_sc_hd__nand3_1              4
sky130_fd_sc_hd__nand3_4              1
## cell type report
class | count | area, sq um
Fill cell | 541 | 3910
Sequential cell | 20 | 400
Multi-Input combinational cell | 47 | 363
Tap cell | 67 | 83.8
Clock buffer | 3 | 41.3
Inverter | 3 | 11.3
Timing Repair Buffer | 1 | 10.0
Power and IR drop assume default switching activity.
